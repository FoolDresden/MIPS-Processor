`./run.sh`:
```
#!/bin/bash
# OpenROAD 26Q1-2900-gdf79404cd8, Yosys 0.63+post, stock flow scripts
make -C /OpenROAD-flow-scripts/flow DESIGN_CONFIG=/design/flow/config.mk WORK_HOME=/design/flow/orfs finish
```
`./config.mk`:
```
export PLATFORM = sky130hd
export DESIGN_NAME = Id_ex_reg
export DESIGN_NICKNAME = Id_ex_reg
export VERILOG_FILES = /design/flow/design.v
export SDC_FILE = /design/flow/constraint.sdc
export NUM_CORES = 4
export LEC_CHECK = 1
export CORE_AREA = 10 10 85 85
export DIE_AREA = 0 0 95 95
```
`./constraint.sdc`:
```
current_design Id_ex_reg

set clk_period 1.0
set clk_io_pct 0.2

create_clock -name clk0 -period $clk_period [get_ports {clk}]

set non_clock_inputs [all_inputs -no_clocks]
set_input_delay [expr $clk_period * $clk_io_pct] -clock clk0 $non_clock_inputs
set_output_delay [expr $clk_period * $clk_io_pct] -clock clk0 [all_outputs]
```
`./design.v`:
```
`timescale 1ns / 1ps
module Id_ex_reg(
    input clk, input rst, 
    input [2:0] rs1, input [2:0] rs2,
    input [2:0] rd,
    input [7:0] ext_data,
    input [7:0] data1, input [7:0] data2,
    input regwrite, input wbsel,
    output reg [2:0] rs1out, output reg [2:0] rs2out,
    output reg [2:0] rdout, output reg [7:0] ext_data_out,
    output reg [7:0] data1out, output reg [7:0] data2out,
    output reg regwriteout, output reg wbsel_out
    );
    always@(posedge clk)
    begin
        if(rst==1)
        begin
            rs1out=0;
            rs2out=0;
            rdout=0;
            ext_data_out=0;
            data1out=0;
            data2out=0;
            regwriteout=0;
            wbsel_out=0;
        end
        else
        begin
            rs1out=rs1;
            rs2out=rs2;
            rdout=rd;
            ext_data_out=ext_data;
            data1out=data1;
            data2out=data2;
            regwriteout=regwrite;
            wbsel_out=wbsel;
        end
    end
endmodule
```
==> impl_metrics.toml <==
# physical design summary
[grt]
grt_pass1_vias = 752
grt_pass1_wl_um = 3860
antenna_found_initial = 0
grt_use_total = 0.0549
grt_max_degree = 18
overflow = 0

[timing]
max_slew_margin = 0.888
worst_slew_pin_slew_ps = 168
setup-violations-final = 0
period_used_share = 0.961
rsz0062_at_grt = "no"
whs_ps = 459
hold_violations = 0
post-route-min-period_ps = 961
max_freq_mhz = 1040
drv_slew = 0

[critical_path]
cp_slowest_cell = "dfxtp_2"
start_kind = "register"
crit_path_end_kind = "output pin"
cp_num_buf_inv = 1
critical_path.top_delay_family = "flip-flops"
cp.arrival_ps = 760
crit_fanout = 1
max_stage_delay_ps = 310
worstPathRequired_ps = 800
path_cells = "clkdlybuf4s15_1"
critPathKind = "reg -> out"

[synthesis]
synth_flops = 35
synth.cell_area_um2 = 966
synth_area_per_cell_um2 = 13.2
netlist_instances = 73
ys_area_um2 = 966
yosys_warnings = 1
yosys_cells = 73
postSynthSeqShare = 0.725
yosysUniqueCellTypes = 4

[floorplanning]
fp_util = 0.176
core_area_um2 = 5470
die_width_um = 95
chipArea_um2 = 9030
ioPinCount = 72
rows = 27
die_h_um = 95

[placement]
hpwl_um = 2130
dpl.cell_count = 216
io_buffers = 71
post_dp_cell_area_um2 = 1770
gp_congestion = 0.691

[layout]
final_cells = 224
final_layout_size_suffix_gt1_frac = 0.316
stdcell_area_um2 = 1790
fillers = 585
syn_to_final_growth_pct = 85.4
final_util = 0.327

[detailed_routing]
firstDrtPassIters = 2
dr_total_vias = 738
detail_route.wl_per_cell_um = 11.5
drt-vias-per-instance = 3.29
drc = 0
first_iter_violations = 4
n_antenna_cell = 0
routed_wl_um = 2590
postRouteAntennaNets = 0

[pwr]
power_density_nw_per_um2 = 1610
p_leak_nw = 0.754
ir_drop_v = 0.000652

[clock_network]
ctsResizeCount = 73
cts_buffers = 5
cts_sinks = 35
clk_pin_slew_worst_paths_ps = 70
htreeDepth = 2
cts_setup_buffers = 0
cts_tree = "done"
postCtsHoldBufs = 0
clockRootBuffer = "clkbuf_8"
cts_buffer_depth = 2

[min_path]
hp-class = "in -> reg"

[outcome]
status = "finished clean"

[run]
warning_count = 25
cap_violations = 0
==> registers in the layout (all words and copies together), names as in the netlist <==
| register | cells |
|---|---|
| rs1out | 3 |
| rs2out | 3 |
| regwriteout | 1 |
| data1out | 8 |
| ext_data_out | 8 |
| rdout | 3 |
| wbsel_out | 1 |
| data2out | 8 |
==> report_power, final <==
group | internal (mW) | switching [mW] | total [mW]
Sequential | 1.47 | 0.0174 | 1.49
Combinational | 0.235 | 0.0613 | 0.296
Clock | 0.628 | 0.466 | 1.09
==> placed cells by master (no fill, tap or decap) <==
cell type,n
clkbuf_1,1
clkbuf_8,7
clkdlybuf4s50_1,36
dfxtp_2,14
clkbuf_2,19
buf_12,1
buf_4,2
and2b_2,5
nor2b_1,30
dfxtp_1,21
clkdlybuf4s15_1,16
==> layout make-up <==
class	instances	area [µm²]	area share
well taps	72	90.1	0.0503
repair buffers	74	651	0.363
multi-input cells	35	231	0.129
flip-flops and latches	35	718	0.401
clock buffers	8	100	0.0559
==> stage by stage <==
stage	worst slack, ps	setup TNS (ps)	power, mW
4_1_cts	3.39	0	2.97
6_report	39.1	0	2.88
3_5_place_dp	-158	-3950	1.88
2_1_floorplan	504	0	1.57
5_1_grt	1.51	0	3.05
3_3_place_gp	-149	-3700	1.87
==> cells by family (layout without fill, tap and decap cells) <==
logic type | count (synthesis) | count (layout) | synth area share
flops | 35 | 35 | 0.725
buf+inv | 3 | 82 | 0.0350
simple gates | 35 | 35 | 0.240
==> synthesized netlist by cell type <==
library cell,instances,area [µm²]
and2b_2,5,43.8
nor2b_1,30,188
dfxtp_1,35,701
buf_6,3,33.8
==> routing by layer <==
layer,share of wire,vias up,track usage
li1,-,371,-
met1,0.34,318,0.0545
met2,0.46,44,0.0881
met3,0.18,5,0.0465
met4,0.016,0,0.00873
met5,0,-,0
==> worst paths after layout <==
| path | from | end | slack [ps] | depth (start not counted) |
|---|---|---|---|---|
| worst min-delay path | ext_data[5] | ext_data_out[5] | 460 | 2 |
| worst max-delay path | data1out[1] | data1out[1] | 40 | 1 |
No activity file was given, so power comes from the tool's default toggle rates.
