$ cat flow/run.sh
#!/bin/bash
# OpenROAD 26Q1-2900-gdf79404cd8, Yosys 0.63+post, stock flow scripts
make -C /OpenROAD-flow-scripts/flow DESIGN_CONFIG=/design/flow/config.mk WORK_HOME=/design/flow/orfs finish
$ cat flow/config.mk
export PLATFORM = sky130hd
export DESIGN_NAME = Regfile
export DESIGN_NICKNAME = Regfile
export VERILOG_FILES = /design/flow/design.v
export SDC_FILE = /design/flow/constraint.sdc
export NUM_CORES = 4
export LEC_CHECK = 1
export CORE_AREA = 10 10 70 70
export DIE_AREA = 0 0 80 80
$ cat flow/constraint.sdc
current_design Regfile

set clk_period 1.0
set clk_io_pct 0.2

create_clock -name clk0 -period $clk_period [get_ports {clk}]

set non_clock_inputs [all_inputs -no_clocks]
set_input_delay [expr $clk_period * $clk_io_pct] -clock clk0 $non_clock_inputs
set_output_delay [expr $clk_period * $clk_io_pct] -clock clk0 [all_outputs]
$ cat flow/design.v
`timescale 1ns / 1ps
module Regfile(
    input clk,
    input rst,
    input [2:0] read_reg1,
    input [2:0] read_reg2,
    input [2:0] write_reg,
    input [7:0] write_data,
    input regwrite,
    output [7:0] read_data1,
    output [7:0] read_data2
    );  
    reg [7:0] mem[7:0];
    assign read_data1 = mem[read_reg1];
    assign read_data2 = mem[read_reg2];
    always@(regwrite, write_reg, write_data)
    begin
        if(regwrite==1)
        begin
            mem[write_reg]=write_data;
        end
    end
    always@(posedge clk)
    begin
        if(rst==1)
        begin
            mem[0]=1;
            mem[1]=2;
            mem[2]=3;
            mem[3]=4;
            mem[4]=5;
            mem[5]=6;
            mem[6]=7;
            mem[7]=8;
        end
    end
endmodule
==> flow_metrics.py <==
# Generated from Yosys and OpenROAD reports
metrics = {
    "floorplan": {
        "pin_count": 36,
        "rows": 21,
        "die_x_um": 80,
        "die_height_um": 80,
        "fp_util_pct": 5.385,
        "core_mm2": 0.003416,
        "chip_area_mm2": 0.006400,
    },
    "clock_network": {
        "postCtsSetupRepairBufs": 0,
        "hold_buffers": 0,
    },
    "logic_synthesis": {
        "syn_area_um2": 183.9,
        "yosysUniqueCellTypes": 13,
        "yosysWarningCount": 130,
        "largest_area_cell": "buf_4",
        "synth_area_per_cell_um2": 7.074,
        "ys_seq_share_pct": 0,
        "yosys_cells": 26,
        "ys_chip_area_um2": 183.9,
        "synth_cells": 26,
        "synth_top_area_share_pct": 32.65,
        "top_cells_by_area": "buf_4 33%, ha_1 27%, inv_1 6.1%",
    },
    "placed_design": {
        "portBuffers": 14,
        "gp_congestion": 0.6906,
        "dp_slack_ns": -0.8613,
        "hpwl_um": 484.7,
    },
    "detailed_routing": {
        "top_layer": "met3",
        "antennaDiodeCount": 0,
        "wl_met3_um": 67,
        "wirelength_um": 586,
        "vias": 185,
        "wl_met2_um": 298,
        "met1_length_um": 220,
        "postRouteAntennaNets": 0,
        "drtPass1Iterations": 2,
        "drcViolationCount": 0,
        "wl_per_cell_um": 6.894,
        "drt_iter0_drc": 3,
        "viasPerCell": 2.176,
    },
    "timing": {
        "report.final.setup_viol": 1,
        "hold_violations": 0,
        "fmax_mhz": 981.5,
        "whs_ns": 0.7311,
        "layout_min_cycle_time_ns": 1.019,
        "grt_setup_unrepaired": "yes",
        "slew_viol_final": 0,
        "finalSetupTns_ns": -0.01889,
        "period_used_pct": 101.9,
        "timing.final.ws_setup_ns": -0.01889,
    },
    "grt": {
        "grt_use_total_pct": 1.524,
        "grt_pass1_wl_um": 855,
        "antenna_found_initial": 0,
        "overflow": 0,
        "grt_max_degree": 5,
        "grt_pass1_vias": 187,
    },
    "cells_and_area": {
        "seqCellArea_um2": 0,
        "drive_gt1_share_pct": 43.59,
        "clock_buffers": 0,
        "utilization_pct": 12.42,
        "syn_to_final_growth_pct": 130.6,
        "seq_cells": 0,
    },
    "worst_hold_path": {
        "hold_class": "in -> out",
    },
    "pwr": {
        "p_leak_uw": 0.0001744,
        "intPower_uw": 78.33,
        "power.switching_uw": 45.92,
        "p_per_area_mw_per_mm2": 292.9,
        "pwr-share-comb_pct": 100.0,
        "pwr-share-clk_pct": 0,
        "peakVddDrop_uv": 37.71,
        "pwr-share-seq_pct": 0,
        "netSwitchingFraction_pct": 36.96,
        "power_uw": 124.3,
    },
    "setup_path": {
        "cp.required_ns": 0.80,
        "worst-setup-path-type": "in -> out",
        "crit_arrival_ns": 0.82,
        "path_max_fanout": 3,
        "crit_path_end_kind": "output pin",
        "critPathLaunchType": "input pin",
    },
    "run": {
        "tool_warnings": 46,
        "cap_violations": 0,
    },
    "run_status": {
        "outcome": "finished, violations left",
        "violations": "negative setup slack",
    },
}
[worst paths after layout]
path,from,to,slack [ns],cells after the start
worst min-delay path,read_reg2[0],read_data2[0],0.73,3
worst max-delay path,read_reg1[1],read_data1[2],-0.02,6
[layout make-up]
type	count	area, um^2
fillers	396	2992
multi-input cells	22	201.4
repair buffers	14	143.9
well taps	46	57.56
inverters	3	21.27
[routing by layer]
metal,global-route usage [%],vias to the layer above
met2,2.809,11
met5,0,-
li1,-,92
met3,0.4545,0
met1,1.780,82
met4,0,0
[placed cells by master, fill, tap and decap left out, drive strengths merged]
master         synthesis  layout
and3                   1       1
xnor2                  1       1
nor3                   1       1
nand2                  1       1
dlygate4sd2            0       4
clkdlybuf4s15          0       4
ha                     4       4
inv                    3       3
xor2                   1       1
nor2                   1       1
buf                    8       6
and2                   1       1
a21oi                  2       2
o21ai                  1       1
conb                   1       8
[repair_timing]
| item | 4_1_cts | 5_1_grt |
|---|---|---|
| setup endpoints to repair | 8 | 2 |
| pin swaps | 7 | 0 |
| resized | 62 | 1 |
[synthesized netlist by cell type]
library cell  instances
nor3_1                1
nand2_1               1
conb_1                1
xnor2_1               1
nor2_1                1
o21ai_0               1
and2_1                1
ha_1                  4
a21oi_1               2
and3_2                1
buf_4                 8
xor2_1                1
inv_1                 3
[per-stage QoR]
stage / instances / area [um^2]
6_report: 85 / 424.2
2_1_floorplan: 33 / 210.2
5_1_grt: 85 / 424.2
3_5_place_dp: 85 / 347.8
4_1_cts: 85 / 420.4
3_3_place_gp: 85 / 347.8
[logic make-up after synthesis]
kind of cell | after synthesis | share of synthesized area [%]
buf+inv | 11 | 38.78
simple gates | 5 | 14.28
compound gates | 3 | 8.161
xor+xnor | 2 | 9.526
fa+ha+maj | 4 | 27.21
other cells | 1 | 2.039
[power by group through the flow]
stage / Combinational (uW) / Sequential, uW / Clock, uW
after CTS: 125 / 0 / 0
final: 124 / 0 / 0
after global routing: 140 / 0 / 0
[critical path, cell delays in order]
cell,delay [ns]
buf_12,0.09
inv_6,0.04
ha_4,0.15
nor3_2,0.15
a21oi_1,0.07
buf_2,0.11
Power figures rest on the tool's default switching activity, not on a simulated workload.
