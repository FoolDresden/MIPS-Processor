===== ./config.mk =====
export PLATFORM = sky130hd
export DESIGN_NAME = Instrmem
export DESIGN_NICKNAME = Instrmem
export VERILOG_FILES = /design/flow/design.v
export SDC_FILE = /design/flow/constraint.sdc
export NUM_CORES = 4
export LEC_CHECK = 1
export CORE_AREA = 10 10 70 70
export DIE_AREA = 0 0 80 80

===== ./constraint.sdc =====
current_design Instrmem

set clk_period 2.8
set clk_io_pct 0.2

create_clock -name clk0 -period $clk_period [get_ports {rst}]

set non_clock_inputs [all_inputs -no_clocks]
set_input_delay [expr $clk_period * $clk_io_pct] -clock clk0 $non_clock_inputs
set_output_delay [expr $clk_period * $clk_io_pct] -clock clk0 [all_outputs]

===== ./design.v =====
`timescale 1ns / 1ps
module Instrmem(
    input rst,
    input [7:0] addr,
    output [7:0] instrcode
    );
    reg [7:0] mem[255:0];
    assign instrcode =  mem[addr];
    always@(posedge rst)
    begin
        if(rst==1)
        begin
            mem[0]=8'h1b;
            mem[1]=8'h73;
            mem[2]=8'h4e;
            mem[3]=8'hc5;
            mem[4]=8'h0c;
            mem[5]=8'h59;
        end
    end    
endmodule

===== ./run.sh =====
#!/bin/bash
# OpenROAD 26Q1-2900-gdf79404cd8, Yosys 0.63+post, stock flow scripts
make -C /OpenROAD-flow-scripts/flow DESIGN_CONFIG=/design/flow/config.mk WORK_HOME=/design/flow/orfs finish

==> flow_summary.toml <==
# yosys + openroad results
[yosys]
syn_inst = 17
most_common_cell = "nand2b_1"
ys_seq_share = 0
yosysUniqueCellTypes = 12
area_leaders = "nand2b_1 19%, a211o_1 14%, a211oi_1 12%"
syn_avg_cell_area_sq_um = 7.58
yosysWarnings = 2002
netlist_area_sq_um = 129
yosys_area_sq_um = 129
yosys_cells = 17
common_cells = "4 x nand2b_1, 2 x a211o_1, 2 x a211oi_1"
yosysTopAreaCell = "nand2b_1"
top_cell_area_share = 0.194

[grt]
gr-total-overflow = 0
grt_start_max_net_pins = 9
grt_pass1_wl_mm = 1.08
antenna_found_initial = 0
grt_usage = 0.0212
grt_pass1_vias = 207

[critical_path]
worst_setup_path_end_kind = "output port"
cpPeakStageDelay_ns = 0.58
arrival_ns = 2.17
worstPathMaxFanout = 7
required_ns = 2.24
cp-start-kind = "input port"
path_class = "input port to output port"
cpMaxStageDelayCell = "or4_4"
crit_chain = "clkdlybuf4s50_1 > or4_4 > or3_1 > dlygate4sd2_1"

[final_timing]
tightest_slew_ns = 0.384
slew_headroom = 0.744
layout_min_cycle_time_ns = 2.73
rsz0062_at_grt = "false"
setup_viol = 0
tns_ns = 0
hold_viol = 0
hold_slack_ns = 1.90
finalClockPeriodUsage = 0.977
fmax_mhz = 366
drv_slew = 0

[detailed_routing]
dr.pass1.iters = 1
antenna_left = 0
met2RoutedLength_microns = 241
route.met3.wl_microns = 70
diodes = 0
wl_met1_microns = 459
vias = 211
wirelength_microns = 770
drt_iter0_drc = 0
maxUsedRoutingLayer = "met3"
viasPerCell = 2.57
route.detailed.drc = 0
avgRoutedWirePerCell_microns = 9.39

[hold_path]
whs_path_depth = 4
min_path_type = "input port to output port"
min_to = "instrcode[7]"
holdCritStartpoint = "addr[7]"

[power_and_ir_drop]
p_per_area_nw_per_um2 = 72.2
peakVddDrop_mv = 0.0211
p_leak_nw = 0.165

[placed_design]
numPortBuffers = 16
place_area_sq_um = 354
gp_congestion = 0.738
hpwl_microns = 654

[layout]
comb_area_sq_um = 139
drive_gt1_frac = 0.278
seq_cells = 0
clock_buffers = 0
syn2layout_area_growth_pct = 213
post-route-util = 0.118
ff_latch_area_sq_um = 0
fillerInstances = 404
final_area_sq_um = 403

[clock_network]
cts-hold-fix-buffers = 0

[die]
core_area_sq_um = 3420
die_y_microns = 80
boundaryPins = 17
die_w_microns = 80
initCoreUtil = 0.0377
rows = 21
die_area_sq_um = 6400

[status]
outcome = "complete, no violations"

[job]
drv_cap = 0
warnings = 29
==> report_power, final <==
| part | switching, W | total, W | internal [W] |
|---|---|---|---|
| Sequential | 0 | 0 | 0 |
| Clock | 0 | 0 | 0 |
| Combinational | 0.0000114 | 0.0000291 | 0.0000177 |
==> routing by layer <==
metal / track usage / vias to the layer above
met5: 0 / -
met4: 0 / 0
met3: 0.00682 / 0
met2: 0.0233 / 13
met1: 0.0376 / 91
li1: - / 107
==> final cells by class <==
type	instances	area share
repair buffers	21	0.512
multi-input cells	15	0.345
well taps	46	0.143
==> critical path: cells and delay by family <==
kind / cells / cell delay [ns]
buf+inv: 2 / 0.66
simple gates: 2 / 0.95
==> worst max path at each step <==
stage | from | endpoint | slack [ns]
after CTS | addr[6] | instrcode[5] | -0.11
after global routing | addr[4] | instrcode[3] | 0.04
final | addr[4] | instrcode[3] | 0.07
==> kinds of logic after synthesis <==
group / after synthesis / share of synthesized area
AOI/OAI and AO/OA: 5 / 0.340
buffers and inverters: 2 / 0.116
and+or+nand+nor: 10 / 0.544
==> through the flow <==
stage / total power (W) / std cells / worst slack [ns]
after floorplan: 0.00000800 / 17 / 0.730
after global placement: 0.0000253 / 80 / -0.159
after detailed placement: 0.0000259 / 80 / -0.152
after CTS: 0.0000264 / 80 / -0.106
after global routing: 0.0000319 / 82 / 0.0378
final: 0.0000291 / 82 / 0.0654
==> layout by cell type (no fill, tap or decap), types with 2 or more instances in the layout <==
cell	synthesis	routed
buf_4	0	5
a211o_1	2	2
dlymetal6s2s_1	0	5
nand2b_1	4	4
clkdlybuf4s50_1	0	8
dlygate4sd2_1	0	3
==> what timing repair did <==
item,4_1_cts,5_1_grt
buffers inserted,0,2
cloned,0,0
gates resized,4,8
pin swaps,1,2
endpoints found under the setup margin,6,5
Power and IR drop assume default switching activity.
